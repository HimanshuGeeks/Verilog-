### config.mk
export PLATFORM = sky130hd
export DESIGN_NAME = alu
export DESIGN_NICKNAME = alu
export VERILOG_FILES = /design/flow/design.v
export SDC_FILE = /design/flow/constraint.sdc
export NUM_CORES = 4
export LEC_CHECK = 1
export CORE_AREA = 10 10 86 86
export DIE_AREA = 0 0 96 96
### constraint.sdc
current_design alu

set clk_period 3.2
set clk_io_pct 0.2

create_clock -name clk0 -period $clk_period [get_ports {CLK}]

set non_clock_inputs [all_inputs -no_clocks]
set_input_delay [expr $clk_period * $clk_io_pct] -clock clk0 $non_clock_inputs
set_output_delay [expr $clk_period * $clk_io_pct] -clock clk0 [all_outputs]
### design.v
`timescale 1ns/100ps 
module alu(CLK, EN, OE, OPCODE, A, B,ALU_OUT, CF, OF, SF, ZF); 
parameter WIDTH = 8; 
output reg [WIDTH - 1:0] ALU_OUT; 
output reg CF, OF, SF, ZF; 
input [3:0] OPCODE; 
input [WIDTH - 1:0] A, B; 
input CLK, EN, OE; 
localparam A_PLUS_B=4'b0010,
	   A_MINUS_B=4'b0011,
	   A_AND_B=4'b0100,
	   A_OR_B=4'b0101,
	   A_XOR_B=4'b0110,
	   NOT_A=4'b0111;
always @(posedge CLK)
begin
if(!EN) begin
ALU_OUT=4'b0000;
end
 case (OPCODE)
 A_PLUS_B: begin
   ALU_OUT = A + B;
   CF  = ALU_OUT[8];
   ZF  = (ALU_OUT == 8'b0);
  end
 A_MINUS_B: begin
   ALU_OUT = A - B;
   CF  = ALU_OUT[8];
   ZF  = (ALU_OUT == 8'b0);
  end
 A_AND_B: begin
   ALU_OUT = A & B;
   ZF  = (ALU_OUT == 8'b0);
  end
 A_OR_B:  begin
    ALU_OUT = A | B;
    ZF  = (ALU_OUT == 8'b0);
   end
A_XOR_B: begin
    ALU_OUT = A ^ B;
    ZF  = (ALU_OUT == 8'b0);
   end
NOT_A: begin   
    ALU_OUT = ~A;
    ZF  = (ALU_OUT == 8'b0);
   end
default: begin
   ALU_OUT = 8'b0;
   CF  = 1'b0;
   ZF = 1'b0;
   OF =1'b0;
   SF=1'b0;
  end
 endcase   
end
endmodule
### run.sh
#!/bin/bash
# OpenROAD 26Q1-2900-gdf79404cd8, Yosys 0.63+post, stock flow scripts
make -C /OpenROAD-flow-scripts/flow DESIGN_CONFIG=/design/flow/config.mk WORK_HOME=/design/flow/orfs finish
==> Slide: Implementation Results <==
Run Summary

Outcome
  • Status: finished clean

Worst setup path
  • Worst setup SP type: input port
  • Crit Path Category: input port to flip-flop
  • Crit-path max FO: 4
  • Setup crit end kind: flip-flop
  • Worst EP arrival: around 3.0 ns
  • Crit path required time: between 3 and 4 ns

Logic synthesis
  • Ys cells: 194
  • Synth area leader: ha_1
  • Area fraction in mux cells: 7.70%
  • Netlist cell types: around 55
  • Number of enable flip-flop cells: 0
  • Main area contributors: ha_1 19%, dfxtp_1 12%, inv_1 6.3%, mux4_2 5.8%, a21oi_1 3.9%
  • Synth Area in Simple Gates: 18.1%
  • Post-synthesis cell count: a little under 200
  • Yosys warnings: 3
  • Yosys Chip Area: around 1600 um^2
  • Area share, top type: around 19%
  • Post-Synth Adder-Cell Area: 21.8%
  • XOR Share, Synth: under 10%
  • Synth Flop Type: dfxtp_1
  • Mapped Area: roughly 1600 um^2
  • Logic family by area: adder cells
  • Mean Syn Cell Area: ~8.0 um^2
  • Seq share, synth: 11.6%
  • Asr flop ratio synth: 0%
  • Compound-cell area share of the yosys netlist: 21.0%
  • #FFs+latches synth: 9

Floorplanning
  • Die X: approximately 96 um
  • I/O Pins: 35
  • Std-Cell Rows: 27
  • Die area: 9220 um^2
  • Core Util at FP: between 20% and 30%
  • CORE AREA: between 5000 and 6000 um^2
  • Die Ht: around 96 um

Detailed routing
  • Via count: around 1400
  • 1st-iter DRT viols: about 79
  • Via-per-instance ratio: 4.77
  • DRC viols: 0
  • Post-Route WL: between 4000 and 5000 um
  • Antenna-violating nets left: 0
  • First drt pass iteration count: 4
  • Routed wire length per instance: between 10 and 15 um
  • N_diodes: 0

Worst hold path
  • Worst hold start: OPCODE[3]
  • Hold Crit Endpoint: ALU_OUT[0]
  • Hold path cells: 2
  • Hold Crit Class: input port to flip-flop

Global route
  • First-pass GRT wire length: 6620 um
  • GRT overflow: 0
  • Initial antenna violation count: 0
  • Largest net degree at the start of global routing: 23
  • Number of global-route vias before repair: between 1000 and 1500
  • GRT Util Overall: under 10%

Clock network
  • Postcts setup bufs: 0
  • CTS root buffer: clkbuf_8
  • CTS sink cnt: 9
  • Resized cells post-CTS: 0
  • Num CTS Buffers: 3
  • Clk buf depth: 2
  • CTS H-tree depth: 1
  • Clk pin slew, worst setup/hold paths: 0.04 ns
  • CTS Hold Buffers Added: 0
  • CTS tree: built

Final timing
  • Period utilisation layout: 91.9%
  • Fmax: 340 MHz
  • Final hold violations: 0
  • Final Critical Period: around 2.9 ns
  • Max Slew Vio Count: 0
  • Hold slack final: around 1.1 ns
  • RSZ-0062 raised after global routing: no
  • Setup TNS: 0 ns
  • Final-report setup violation count: 0

Power
  • Peak VDD IR: about 0.00016 V
  • Pleak: ~0.86 nW
  • Pwr Density: 266 nW/um^2

Placed design
  • Final Wtd Congestion: 0.943
  • Port Buffer Count: 29
  • Dpl hpwl: roughly 3500 um

Final layout
  • Share of cells above drive strength 1: about 11%
  • Synth-to-Final Area Change: 26.3%
  • Filler cell count: 620

Job
  • OpenROAD warnings: ~43
  • Max Cap Viol: 0
[routing by layer]
layer  up-vias  part of all wire (%)  GRT usage (%)
met2        48                    42           14.1
met5         -                     0              0
met3         7                   7.7           1.49
li1        733                     -              -
met4         0                   1.3           1.23
met1       623                    49           12.6
[synth_stat cells, drive strengths merged (3+ instances only)]
cell type,n
or4,3
nor3,4
xnor2,8
nand4,4
nand3,3
inv,27
nor2,11
dfxtp,9
xor2,4
o21bai,3
mux2i,3
o21ai,13
nand2b,3
buf,11
mux4,4
ha,24
a21oi,12
nand2,12
[cell type report]
| class | instances | area [um^2] | area share (%) |
|---|---|---|---|
| clock buffer | 4 | 45.0 | 2.29 |
| multi-input combinational | 147 | 1200 | 61.1 |
| sequential | 9 | 180 | 9.15 |
| timing repair buffer | 37 | 350 | 17.8 |
| inverter | 27 | 101 | 5.15 |
| tap | 72 | 90.1 | 4.57 |
[per-stage QoR]
step	instances	cell area (um^2)	setup WS, ns	util (%)	power (mW)
after floorplan	196	1570	0.827	-	0.306
after global placement	292	1920	0.0862	34.7	0.402
after detailed placement	292	1920	0.0364	34.7	0.402
after CTS	296	1970	0.261	35.5	0.530
after global routing	296	1970	0.120	35.5	0.566
final	296	1970	0.259	35.5	0.525
[worst max path at each step]
stage	startpoint	end	slack, ns	cells past startpoint
after CTS	A[0]	ALU_OUT[6]	0.26	10
after global routing	A[0]	ALU_OUT[6]	0.12	10
final	A[0]	ALU_OUT[6]	0.26	10
[critical path, cell delays in order]
cell	delay (ns)
clkdlybuf4s50_1	0.54
inv_1	0.08
ha_1	0.23
fa_1	0.43
o21bai_1	0.17
a21oi_1	0.13
or4_1	0.43
nand3_2	0.10
a2bb2oi_1	0.18
o21ai_0	0.10
[sequential cells by signal, indices dropped and copies added (netlist names)]
name,cells
ALU_OUT,8
ZF,1
[power breakdown]
| group | leakage, nW | switching [mW] | internal, mW |
|---|---|---|---|
| Clock | 0.0228 | 0.0388 | 0.0862 |
| Sequential | 0.0743 | 0.00192 | 0.123 |
| Combinational | 0.765 | 0.139 | 0.137 |
[logic make-up after synthesis]
kind of cell	Yosys count
other	1
and+or+nand+nor	50
DFF	9
buffers and inverters	40
AOI/OAI and AO/OA	49
muxes	7
xor gates and xnor gates	12
adders and majority gates	26
[layout by cell type, fill, tap and decap left out, drive strengths merged, types with 4 or more instances in the layout]
cell type,count
a21oi,12
buf,8
clkbuf,4
clkdlybuf4s50,29
dfxtp,9
ha,24
inv,27
mux4,4
nand2,12
nand4,4
nor2,11
nor3,4
o21ai,13
xnor2,8
xor2,4
Power and IR drop assume default switching activity.
