$ cat flow/design.v
`timescale 1ns/1ns
module counter(ADDR, CLK, EN, LOAD_EN, ADDR_OUT);
input CLK, EN, LOAD_EN;
input [4:0] ADDR;
output reg [4:0] ADDR_OUT;
  always @(posedge CLK)
  begin
    if(EN)  begin
    if (LOAD_EN)
    ADDR_OUT <= ADDR;
    else
    ADDR_OUT = ADDR_OUT + 5'b1;
    end
    else
    ADDR_OUT <= ADDR_OUT;
    end
endmodule
$ cat flow/run.sh
#!/bin/bash
# OpenROAD 26Q1-2900-gdf79404cd8, Yosys 0.63+post, stock flow scripts
make -C /OpenROAD-flow-scripts/flow DESIGN_CONFIG=/design/flow/config.mk WORK_HOME=/design/flow/orfs finish
$ cat flow/config.mk
export PLATFORM = sky130hd
export DESIGN_NAME = counter
export DESIGN_NICKNAME = counter
export VERILOG_FILES = /design/flow/design.v
export SDC_FILE = /design/flow/constraint.sdc
export NUM_CORES = 4
export LEC_CHECK = 1
export CORE_AREA = 10 10 70 70
export DIE_AREA = 0 0 80 80
$ cat flow/constraint.sdc
current_design counter

set clk_period 1.6
set clk_io_pct 0.2

create_clock -name clk0 -period $clk_period [get_ports {CLK}]

set non_clock_inputs [all_inputs -no_clocks]
set_input_delay [expr $clk_period * $clk_io_pct] -clock clk0 $non_clock_inputs
set_output_delay [expr $clk_period * $clk_io_pct] -clock clk0 [all_outputs]
==> summary.txt <==
fresh numbers from the pnr run: status=completed, synthesis area per yosys=260 um2, GR peak layer=met1, Adder Area Share=0.0481, Routed WL=802 um, relative slew slack=0.840, synthesized area=260 um2, Die W=80 um, Die Y=80 um, postcts setup bufs=0, max reg flops=5, number of diodes=0, Final Skew=0.00265 ns, drt pass-1 iters=2, CP bufs+invs=1, met2 Track Usage GR=0.0305, Synth warnings=1, Avg WL per Cell=9.66 um, # Max-Cap Violations=0, Crit path max-delay family=buffers and inverters, Avg Synthesized Cell Area=12.4 um2, unrepaired setup endpoints after global routing=false, Vias=231, DRT iter0 DRCs=1, Area Overhead vs Synth=76.9%, crit-path max cell delay=0.51 ns, Hold WC Path Type=reg2reg, CTS Buf Count=3, ANT nets after route=0, share of cells above drive strength 1=0.135, most flop-heavy register=ADDR_OUT, PwrDens=841 mW/mm2, Late-Pin Clk Latency=0.24 ns, cycle use final=0.934, top area contributor share=0.577, non-filler cells, final=83, Flops after synth=5, Multiplexer share=0.0577, H-tree lvl count=1, CP Cell Sequence=clkdlybuf4s50_1, via-per-instance ratio=2.78, Period minus WS final=1.49 ns, CTS Hold Bufs=0, Unique cell types=10, GRT Util Overall=0.0291, largest registers=ADDR_OUT x5, FP Core Util=0.0762, crit path DAT=1.17 ns, WS Path Type=reg2out, post-route setup slack=0.106 ns, IO Count=13, cells in synth_stat.txt=21, Post-synth area hogs=edfxtp_1, xor2_1, mux2_4, Main logic family=XOR/XNOR gates, Fin. Hold Viols=0, die area=0.00640 mm2, number of I/O port buffers=12, placed cell count=79, Worst-path clk slew=0.04 ns, Longest Clk Path Bufs=2, core area=0.00342 mm2, CTS tree=yes, total grt overflow=0, peak supply drop=0.551 mV, initial antenna violation count=0, largest net degree at the start of global routing=9, and+or+nand+nor area frac=0.0962, FP Rows=21, Clock Sink Count=5, DRC viols=0, WP data required=1.28 ns, Leak=0.156 nW, # resized after CTS=0, Post-Route Setup TNS=0 ns, tool warnings=25, pre-CTS WS=0.219 ns, max-slew violation count=0, grt met1 use=0.0440, clk root buf=clkbuf_4, Least-Margin Pin Slew=0.239 ns, Final Power=387 uW, crit-path max FO=4, final instance area=460 um2, Post-synth seq share=0.577, slowest CP cell=clkdlybuf4s50_1, CP Launch Type=flop, endpoints failing setup=0, GP Congestion=0.737, first-pass GRT wire length=1390 um, met3 Use GR=0.0227, Synth area leader=edfxtp_1, xor/xnor share=0.101, Synth Instances=21, vias in the first global route=265, Post-DP Area=434 um2, Fmax achieved=669 MHz, Complex Gates by Area=0.0769, CP endpoint kind=primary output
path summary, 6_finish.rpt:
kind / start / end / slack (ns) / depth (start not counted)
setup / recovery: ADDR_OUT[2] / ADDR_OUT[2] / 0.11 / 1
hold reg to reg: ADDR_OUT[0] / ADDR_OUT[0] / 0.66 / 1
hold / removal: ADDR_OUT[0] / ADDR_OUT[0] / 0.66 / 1
setup reg to reg: ADDR_OUT[0] / ADDR_OUT[1] / 0.34 / 2
cell usage in the layout, fill, tap and decap left out:
cell and count:
buf_4 1, clkbuf_1 1, clkbuf_4 3, clkdlybuf4s50_1 12, edfxtp_1 5, ha_1 1, mux2_4 1, nand2_1 4
nand3_1 2, o21ai_0 2, o21ai_1 2, xnor2_1 1, xor2_1 2
synthesized netlist by cell type, drive strengths merged:
library cell and number:
edfxtp 5, mux2 1, xor2 2, xnor2 1, o21ai 4, nand3 2
ha 1, buf 1, nand2 4
per-stage QoR:
step | util | hold slack (ns)
global route | 0.135 | 0.706
detailed placement | 0.127 | 0.658
CTS | 0.135 | 0.667
floorplan | - | 0.432
global placement | 0.127 | 0.633
finish | 0.135 | 0.664
metal layers:
metal	part of all wire	wire length, um
met3	0.11	90
met4	0	0
met2	0.27	220
met5	0	0
met1	0.61	491
report_power, final:
| group | internal [mW] | switching (mW) | total [mW] |
|---|---|---|---|
| logic | 0.0487 | 0.0217 | 0.0705 |
| registers | 0.160 | 0.0111 | 0.171 |
| clock network | 0.0943 | 0.0513 | 0.146 |
cells by family (layout without fill, tap and decap cells):
family                   after synthesis  after routing
buffers and inverters                  1             17
multiplexers                           1              1
XOR/XNOR                               3              3
AND/OR/NAND/NOR                        6              6
flip-flops                             5              5
AND-OR/OR-AND                          4              4
adder cells (fa/ha/maj)                1              1
final cells by class:
class                           instances  area [um2]
Clock buffer                            4        26.3
Fill cell                             402        2960
Multi-Input combinational cell         15        98.8
Sequential cell                         5         150
Tap cell                               46        57.6
Timing Repair Buffer                   13         128
Power is estimated from default activity; no workload was simulated.
